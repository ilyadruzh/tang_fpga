File: flow/run.sh
#!/bin/bash
# OpenROAD 26Q1-2900-gdf79404cd8, Yosys 0.63+post, stock flow scripts
make -C /OpenROAD-flow-scripts/flow DESIGN_CONFIG=/design/flow/config.mk WORK_HOME=/design/flow/orfs finish
File: flow/design.v
module counter(
    input clk,
    output clk2
);
assign clk2 = (cnt == 9);
reg [3:0]cnt = 0;
always @(posedge clk) begin
    if (clk2)
        cnt <= 0;
    else 
        cnt <= cnt + 1;
end
endmodule
File: flow/constraint.sdc
current_design counter

set clk_period 1.8
set clk_io_pct 0.2

create_clock -name clk0 -period $clk_period [get_ports {clk}]

set non_clock_inputs [all_inputs -no_clocks]
set_input_delay [expr $clk_period * $clk_io_pct] -clock clk0 $non_clock_inputs
set_output_delay [expr $clk_period * $clk_io_pct] -clock clk0 [all_outputs]
File: flow/config.mk
export PLATFORM = sky130hd
export DESIGN_NAME = counter
export DESIGN_NICKNAME = counter
export VERILOG_FILES = /design/flow/design.v
export SDC_FILE = /design/flow/constraint.sdc
export NUM_CORES = 4
export LEC_CHECK = 1
export CORE_AREA = 10 10 70 70
export DIE_AREA = 0 0 80 80
==> results.sh <==
# flow metrics
export IMPL_outcome="completed"
export IMPL_worst_pin_slew_ns=0.177
export IMPL_layout_setup_ws_ns=0.205
export IMPL_cp_max_fo=4
export IMPL_wl_um=348
export IMPL_slew_headroom=0.882
export IMPL_routabilityCongestion=0.648
export IMPL_ir_drop_v=0.000286
export IMPL_n_antenna_cell=0
export IMPL_finalClockSkew_ns=0.00211
export IMPL_synthTopCellsByArea="dfxtp_1, ha_1, o211ai_2, a21bo_2, and3b_2"
export IMPL_fin_tns_setup_ns=0
export IMPL_fp_dieW_um=80
export IMPL_p_leak_nw=0.107
export IMPL_placementRows=21
export IMPL_p_per_area_nw_per_um2=697
export IMPL_clockBufferDepth=2
export IMPL_post_route_min_period_ns=1.60
export IMPL_clock_latency_ns=0.24
export IMPL_syn_area_um2=186
export IMPL_chipArea_um2=6400
export IMPL_yosysCellCount=17
export IMPL_final_cell_mix="clkbuf_4, nor2_1, dfxtp_2, dfxtp_1"
export IMPL_synth_seq_cells=4
export IMPL_die_h_um=80
export IMPL_finalHoldViolations=0
export IMPL_largest_reg_flops=4
export IMPL_num_vias=132
export IMPL_crit_type="reg -> out"
export IMPL_drcViolationCount=0
export IMPL_fp_util=0.0546
export IMPL_fmax_mhz=627
export IMPL_syn_avg_cell_area_um2=11.0
export IMPL_cp_start_kind="flop"
export IMPL_ios=2
export IMPL_yosysWarnings=1
export IMPL_cts_sinks=4
export IMPL_ys_area_um2=186
export IMPL_via_per_inst=1.94
export IMPL_grt_pass1_wl_um=634
export IMPL_drive_above_1_share=0.455
export IMPL_area_growth_pct=54.4
export IMPL_fin_crit_sh=0.886
export IMPL_total_power_mw=0.200
export IMPL_regMostFlops="cnt"
export IMPL_cts_tree="done"
export IMPL_rsz0062_at_grt="no"
export IMPL_grt_usage=0.0123
export IMPL_reg_top3="cnt (4)"
export IMPL_crit_arrival_ns=1.24
export IMPL_wl_per_cell_um=5.12
export IMPL_stdcell_area_um2=288
export IMPL_slew_violations=0
export IMPL_ys_types=12
export IMPL_gr_total_overflow=0
export IMPL_finalSetupViolations=0
export IMPL_core_um2=3420
export IMPL_largest_area_cell="dfxtp_1"
export IMPL_first_pass_iters=2
export IMPL_hold_class="reg -> reg"
export IMPL_layout_top_cell="clkbuf_4"
export IMPL_ctsHoldBuffers=0
export IMPL_syn_inst=17
export IMPL_crit_required_ns=1.44
export IMPL_clockRootBuffer="clkbuf_4"
export IMPL_grt_pass1_vias=158
export IMPL_port_buffers=1
export IMPL_tool_warnings=26
export IMPL_yosysSeqAreaShare=0.430
export IMPL_synth_top_cell_area_share=0.430
export IMPL_clkTransAtPathRegs_ns=0.03
export IMPL_postRouteAntennaNets=0
export IMPL_antenna_found_initial=0
export IMPL_cts_made_buffers=3
export IMPL_drv_cap=0
export IMPL_post_place_ws_ns=0.174
export IMPL_crit_path_end_kind="primary output"
export IMPL_ctsHtreeMaxLevel=1
export IMPL_drt_iter0_drc=1
export IMPL_utilization=0.0842
export IMPL_grt_max_degree=6
export IMPL_placed_area_um2=254
## critical path, cell delays in order (launching register included)
cell,delay [ns]
dfxtp_2,0.34
inv_1,0.05
ha_2,0.16
and3b_2,0.21
dlygate4sd2_1,0.24
## final cells by class
class	instances	area, um2
fillers	404	3130
flip-flops and latches	4	82.6
inverters	1	3.75
repair buffers	2	16.3
clock buffers	3	22.5
well taps	46	57.6
multi-input cells	12	105
## cells in the mapped netlist (all sizes together)
library cell and n:
dfxtp 4, ha 2, nor2 2, a21bo 1
and2 1, and3b 1, inv 1, mux2i 1
nand2 1, nand4b 1, o211ai 1, or3b 1
## cell families (layout without fill, tap and decap cells)
kind of cell,count (synthesis),count (layout),share of synthesized area
AND-OR/OR-AND,2,2,0.121
buffers and inverters,1,6,0.0201
adder cells (fa/ha/maj),2,2,0.134
flip-flops,4,4,0.430
multiplexers,1,1,0.0537
AND/OR/NAND/NOR,7,7,0.242
## metal layers
| layer | track usage | vias up | part of all wire |
|---|---|---|---|
| li1 | - | 69 | - |
| met1 | 0.0140 | 59 | 0.50 |
| met2 | 0.0152 | 4 | 0.38 |
| met3 | 0.0114 | 0 | 0.12 |
| met4 | 0.00528 | 0 | 0 |
| met5 | 0 | - | 0 |
## repair_timing
| item | 4_1_cts | 5_1_grt |
|---|---|---|
| setup buffers | 1 | 0 |
| setup endpoints to repair | 1 | 0 |
| gates resized | 4 | 0 |
| endpoints found under the hold margin | 0 | 0 |
## power by group
group	total (mW)	leakage [nW]	internal, mW	switching [mW]
Combinational	0.0000000598	0.0598	0	0
Clock	0.111	0.0138	0.0745	0.0368
Sequential	0.0892	0.0332	0.0892	0
## path summary, 6_finish.rpt
| kind | startpoint | slack (ns) | end | depth (start not counted) |
|---|---|---|---|---|
| worst max-delay path | cnt[1] | 0.20 | clk2 | 4 |
| worst min register to register | cnt[0] | 0.46 | cnt[0] | 1 |
| worst min-delay path | cnt[0] | 0.46 | cnt[0] | 1 |
| worst max register to register | cnt[1] | 0.64 | cnt[3] | 5 |
## per-stage QoR
| step | std cells | hold WS, ns |
|---|---|---|
| 6_report | 68 | 0.461 |
| 5_1_grt | 68 | 0.477 |
| 4_1_cts | 68 | 0.451 |
| 3_5_place_dp | 64 | 0.479 |
| 3_3_place_gp | 64 | 0.459 |
| 2_1_floorplan | 17 | 0.440 |
No activity file was given, so power comes from the tool's default toggle rates.
